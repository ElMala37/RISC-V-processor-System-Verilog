--- flow/config.mk ---
export PLATFORM = sky130hd
export DESIGN_NAME = mux
export DESIGN_NICKNAME = mux
export VERILOG_FILES = /design/flow/design.v
export SDC_FILE = /design/flow/constraint.sdc
export NUM_CORES = 4
export LEC_CHECK = 1
export CORE_AREA = 10 10 71 71
export DIE_AREA = 0 0 81 81
--- flow/constraint.sdc ---
current_design mux

set clk_period 1.0
set clk_io_pct 0.2

create_clock -name clk0 -period $clk_period

set non_clock_inputs [all_inputs -no_clocks]
set_input_delay [expr $clk_period * $clk_io_pct] -clock clk0 $non_clock_inputs
set_output_delay [expr $clk_period * $clk_io_pct] -clock clk0 [all_outputs]
--- flow/design.v ---
`timescale 1ns/1ps
module mux(
    input logic sel_i,
    input logic[31:0] a_i,
    input logic[31:0] b_i,
    output logic[31:0] s_o
);
always_comb begin : select_input
    case (sel_i)
        0:s_o=a_i;
        1:s_o=b_i;
        default:s_o=b_i;
    endcase
end
endmodule : mux
--- flow/run.sh ---
#!/bin/bash
# OpenROAD 26Q1-2900-gdf79404cd8, Yosys 0.63+post, stock flow scripts
make -C /OpenROAD-flow-scripts/flow DESIGN_CONFIG=/design/flow/config.mk WORK_HOME=/design/flow/orfs finish
==> qor.txt <==
Status: complete, but fails checks
Failing checks: setup timing
WP data arrival: 0.98 ns
DRT Wirelength: 2880 µm
Mean routed wirelength per cell: 15.4 µm
Gpl congestion: 0.832
Fin crit share: 1.18
Hold path cells: 3
Final std cells w/o fill: 187
Drt drc: 0
P&R area growth vs syn: 192%
Via count: 715
Mean post-synth cell area: 15.1 µm²
Req. time, crit path: 0.80 ns
Netlist Area Pre-Place: 544 µm²
Flip-flops: 0
Hold slack: 0.691 ns
First-pass GRT wire length: 4140 µm
Fin. Hold Viols: 0
Logic area: 477 µm²
Min-delay src: b_i[29]
Final Setup Violations: 32
CP endpoint kind: primary output
Leakage: 0.000872 µW
Most used cell, CP: buf_12
WS Path Type: in -> out
Vias in the first global route: 764
Layout cells sized above 1: 0.540
Via density: 3.82
Overflow after GRT: 0
Largest net degree at the start of global routing: 11
WP depth: 5
Max stage delay on crit path: 0.29 ns
First-iteration detailed-routing DRC count: 3
HP Class: in -> out
FP Util: 0.150
Crit-path cells: buf_12 -> buf_12 -> buf_12 -> mux2_4 -> buf_6
Fill count: 357
Tmin final: 1.18 ns
Peak supply drop: 0.000169 V
Design Area, Final: 0.00159 mm²
DP Area: 0.00154 mm²
Distinct cell type count after synthesis: 4
Max_slew headroom: 0.942
Pre-CTS setup slack: -0.512 ns
Cells in synth_stat.txt: 36
Die width: 81 µm
F_max: 0.848 GHz
Synth warnings: 1
Tightest Pin Transition: 0.0870 ns
Crit-path slowest cell: mux2_4
Setup ws final: -0.179 ns
CP Max Fanout: 6
Hold Buf Count CTS: 0
# clk buffers: 0
PwrDens: 392 mW/mm²
Mapped Cells: 36
Port buffer count: 97
Critical Path Source: sel_i
Drt first pass iters: 2
Placed Cells: 179
Antenna violations before repair: 0
Crit-path leading delay family: buffers and inverters
DIE AREA: 0.00656 mm²
Die H: 81 µm
Sequential area share after synthesis: 0
Critical path buffer and inverter count: 4
FF+latch area: 0 µm²
Core area: 0.00363 mm²
Final Max Slew Viols: 0
FP Rows: 22
GRT Util Overall: 0.0779
Tool warnings: 34
ANT nets after route: 0
Detailed-placement wirelength estimate: 2500 µm
Crit path launch type: input pin
RSZ-0062 raised after global routing: yes
Yosys stat chip area: 544 µm²
Num ports: 97
Inserted Diodes: 0
Max-cap violations: 0
timing repair:
action                                  4_1_cts  5_1_grt
gates resized                               171       10
endpoints found under the setup margin       32       32
gates cloned                                  2        0
buffers inserted                              5        1
layout make-up:
| cell class | instances | area share |
|---|---|---|
| Multi-Input combinational cell | 32 | 0.300 |
| Timing Repair Buffer | 107 | 0.662 |
| Tap cell | 48 | 0.0378 |
layout by cell type, fill, tap and decap left out:
cell and n:
dlymetal6s2s_1 4, clkdlybuf4s50_1 9, buf_2 13, buf_16 2, dlygate4sd2_1 51, mux2_2 1
buf_4 1, buf_6 23, buf_12 4, mux2_4 31
per-layer routing:
layer,GRT usage,vias to the layer above,wire [µm]
met2,0.143,50,1450
met4,0,0,0
li1,-,345,-
met1,0.0903,320,1080
met3,0.0278,0,350
met5,0,-,0
final timing paths:
path	endpoint	slack (ns)
max	s_o[4]	-0.18
min	s_o[29]	0.69
cell families after synthesis:
kind of cell | count (synthesis) | share of synthesized area
mux | 32 | 0.869
buf+inv | 4 | 0.131
report_power, final:
part	switching, µW	internal (µW)	total [µW]
combinational	137	487	624
clock	0	0	0
sequential	0	0	0
metrics by stage:
| stage | utilization | power, µW | TNS, ns |
|---|---|---|---|
| 2_1_floorplan | - | 206 | 0 |
| 3_3_place_gp | 0.424 | 656 | -15.61 |
| 3_5_place_dp | 0.424 | 661 | -15.81 |
| 4_1_cts | 0.423 | 614 | -3.62 |
| 5_1_grt | 0.438 | 666 | -3.86 |
| 6_report | 0.438 | 624 | -3.30 |
Yosys cell counts:
| library cell | instances | area share |
|---|---|---|
| buf_6 | 1 | 0.021 |
| mux2_4 | 30 | 0.83 |
| buf_12 | 3 | 0.11 |
| mux2_2 | 2 | 0.041 |
worst min-delay path: stages:
cell,delay (ns)
dlymetal6s2s_1,0.08
mux2_4,0.13
buf_2,0.08
No activity file was given, so power comes from the tool's default toggle rates.
