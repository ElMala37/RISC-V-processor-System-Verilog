==> flow/design.v <==
`timescale 1ns/1ps
module ALU (
    input logic sel_i,
    input logic[31:0] a_i,
    input logic[31:0] b_i,
    output logic[31:0] s_o
);
always_comb begin : calcul
    if (sel_i==1)
        s_o=a_i+b_i;
    else
        s_o=32'b0;
end
endmodule : ALU
==> flow/run.sh <==
#!/bin/bash
# OpenROAD 26Q1-2900-gdf79404cd8, Yosys 0.63+post, stock flow scripts
make -C /OpenROAD-flow-scripts/flow DESIGN_CONFIG=/design/flow/config.mk WORK_HOME=/design/flow/orfs finish
==> flow/config.mk <==
export PLATFORM = sky130hd
export DESIGN_NAME = ALU
export DESIGN_NICKNAME = ALU
export VERILOG_FILES = /design/flow/design.v
export SDC_FILE = /design/flow/constraint.sdc
export NUM_CORES = 4
export LEC_CHECK = 1
export CORE_AREA = 10 10 86 86
export DIE_AREA = 0 0 96 96
==> flow/constraint.sdc <==
current_design ALU

set clk_period 20.6
set clk_io_pct 0.2

create_clock -name clk0 -period $clk_period

set non_clock_inputs [all_inputs -no_clocks]
set_input_delay [expr $clk_period * $clk_io_pct] -clock clk0 $non_clock_inputs
set_output_delay [expr $clk_period * $clk_io_pct] -clock clk0 [all_outputs]
==> results_slide.txt <==
Key Metrics from the Run

STA
  – Slew HR: 0.440
  – Top achievable clock speed: 88.4 MHz
  – Fin Setup TNS: 0 ns
  – Hold Vio Cnt, Final: 0
  – Slew Viols, Final: 0
  – Fin crit share: 0.549
  – RSZ-0062 raised after global routing: false
  – Worst-Margin Slew: 0.839 ns
  – Final setup violation count: 0
  – Post-layout min period: 11.31 ns

Drt
  – DR iter-0 viols: 73
  – DRT antenna net count: 0
  – DR vias: 2326
  – Post-DR vias/cell: 5.30
  – DR DRC count: 0
  – Initial DRT Pass Iterations: 4
  – Ant. Diodes: 0
  – Final wirelength: 6.60 mm
  – WL per Instance: 15.0 um

Pwr
  – Max VDD drop: 0.0132 mV
  – LEAKAGE: 1.21 nW
  – Pwr dens: 29.8 nW/um^2

Global routing
  – Vias in the first global route: 2303
  – Largest net degree at the start of global routing: 25
  – Total grt overflow: 0
  – Initial antenna violation count: 0
  – Total track usage: 0.138
  – First-pass GRT wire length: 10.7 mm

Floorplanning
  – Core Util at FP: 0.342
  – Core area: 5540 sq um
  – Ports: 97
  – Die Wd: 96 um
  – Die area: 9220 sq um
  – # rows: 27
  – Die Y: 96 um

Critical path
  – Kind of critical path: in -> out
  – Worst Path Required: 16.48 ns
  – Startpoint types: input port
  – Crit Path Max Fanout: 5
  – Slowest stage delay, CP: 0.51 ns
  – Crit-path cells: clkdlybuf4s50_1, ha_1, inv_1, fa_1, nor2b_1, o31ai_1, a211oi_1, o21ai_0, a21oi_1, nor3_1, nor3_1, clkdlybuf4s50_1
  – Slowest cell on crit path: clkdlybuf4s50_1
  – Endpoint class of the critical path: output pin
  – Critical path arrival: 7.19 ns

Clock network
  – Cts repair resizes: 0
  – Post-CTS Repair Setup Buffers: 0
  – Hold Buf Count CTS: 0

Synth
  – Main logic family: AND-OR/OR-AND gates
  – Distinct cell type count of the synthesized netlist: 49
  – Syn Area/Cell: 6.69 sq um
  – And+or+nand+nor area frac: 0.272
  – Yosys Instances: 283
  – Yosys top cell by area: ha_1
  – Adders+Majority by Area: 0.215
  – Largest cells by area after synthesis: ha_1, nor2_1, a21oi_1
  – Gate Count Post-Synth: 283
  – Area leader share: 0.205
  – Yosys stat chip area: 1890 sq um
  – AND-OR/OR-AND Cells, Area Fraction: 0.358
  – Ys Warns: 1
  – Mapped Area: 1890 sq um
  – Mux area share: 0.0159
  – Seq/Total Area, Yosys: 0
  – Synth Area in XOR/XNOR: 0.0925

Finish
  – CLK BUF: 0
  – Share of cells above drive strength 1: 0.0163
  – Final Util: 0.523
  – Register area: 0 sq um
  – Area Overhead vs Synth: 53.1%
  – Flop Count: 0
  – Fillers: 553

Placed design
  – Buffers on Ports: 97
  – RD Place Congestion: 0.893
  – Hpwl dp: 5.65 mm

Job
  – Tool warnings: 32
  – Max cap viols: 0

Min path
  – Hold path depth: 5
  – Hold Crit Class: in -> out

Status
  – Status: complete, no violations
## layout by cell type (no fill, tap or decap), types with 3 or more instances in the layout
cell,n
nand2_1,26
a21o_1,12
clkdlybuf4s50_1,97
xnor2_1,10
nor3_1,13
nor4_1,3
inv_1,9
o21ai_0,13
nand3_1,4
nor2b_1,5
and2_1,4
o211ai_1,6
o31ai_1,4
xor2_1,10
nand2b_1,5
a31oi_1,3
nor2_1,35
o21a_1,6
a21oi_1,22
o211a_1,3
ha_1,31
a211oi_1,4
mux2i_1,3
nand4_1,7
o21ai_1,5
## worst max-delay path, delay by kind of cell
kind,cells,cell delay (ns)
AND/OR/NAND/NOR,3,0.49
AND-OR/OR-AND,4,0.99
buffers and inverters,3,1.03
adder cells (fa/ha/maj),2,0.57
## final timing paths
| kind | from | slack, ns | endpoint |
|---|---|---|---|
| worst min-delay path | b_i[1] | 9.31 | s_o[1] |
| worst max-delay path | a_i[0] | 9.29 | s_o[28] |
## routing by layer
layer | track usage | vias to the layer above | wire (um)
li1 | - | 1235 | -
met1 | 0.196 | 1016 | 3190
met2 | 0.220 | 73 | 2870
met3 | 0.0314 | 2 | 534
met4 | 0.00491 | 0 | 11
met5 | 0 | - | 0
## Yosys cell counts, types with 2 or more instances
master and instances:
nor2b_1 5, and2_1 4, inv_1 9, nor2_1 35, nor3_1 13, ha_1 31, nor4_1 3, a31oi_1 3
o21ai_1 5, a21oi_1 22, nand2b_1 5, o31a_1 2, o211a_1 3, nand4_1 7, xnor2_1 10, xor2_1 10
o31ai_1 4, a21o_1 12, a211oi_1 4, nand2_1 26, clkbuf_1 8, nand3_1 4, o21a_1 6, o211ai_1 6
o21bai_1 2, o2111ai_1 2, buf_2 5, o21ai_0 13, a311oi_1 2, mux2i_1 3
## power by group
part | internal, mW | switching [mW]
registers | 0 | 0
logic | 0.0482 | 0.0382
clock network | 0 | 0
## cells by family (layout without fill, tap and decap cells)
logic type | after synthesis | count (layout)
AND/OR/NAND/NOR | 109 | 109
multiplexers | 3 | 3
AND-OR/OR-AND | 97 | 97
XOR/XNOR | 20 | 20
adder cells (fa/ha/maj) | 32 | 32
buffers and inverters | 22 | 106
## cell type report
cell class	count	area [sq um]	share of cell area
multi-input combinational	261	1800	0.622
timing repair buffer	97	971	0.335
tap	72	90.1	0.0311
inverter	9	33.8	0.0117
## stage by stage
step | instance area, sq um | setup slack [ns] | cells | hold WS, ns | power [mW]
2_1_floorplan | 1890 | 10.58 | 283 | 8.32 | 0.0478
3_3_place_gp | 2900 | 9.32 | 439 | 9.34 | 0.0872
3_5_place_dp | 2900 | 9.26 | 439 | 9.33 | 0.0867
4_1_cts | 2900 | 9.24 | 439 | 9.33 | 0.0874
5_1_grt | 2900 | 8.96 | 439 | 9.35 | 0.0965
6_report | 2900 | 9.29 | 439 | 9.31 | 0.0863
Power is estimated from default activity; no workload was simulated.
