### /design/flow/design.v
`timescale 1ns/1ps
module register_file(
    input logic[4:0] R_adress1_i,
    input logic[4:0] R_adress2_i,
    input logic[4:0] W_adress_i,
    input logic clock_i,
    input logic resetb_i,
    input logic write_ena_i,
    input logic[31:0] d_i,
    output logic[31:0] q1_o,
    output logic[31:0] q2_o
);
logic[31:0] regfile_s[32];
always @(posedge clock_i or negedge resetb_i) begin
    if (resetb_i==1'b0)
        for (int i = 0; i < 32; i++) begin
            regfile_s[i] <= 32'b0;
        end
    else if (write_ena_i && W_adress_i != 5'b0)
        regfile_s[W_adress_i] <= d_i;
end
assign q1_o=regfile_s[R_adress1_i];
assign q2_o=regfile_s[R_adress2_i];
endmodule : register_file
### /design/flow/run.sh
#!/bin/bash
# OpenROAD 26Q1-2900-gdf79404cd8, Yosys 0.63+post, stock flow scripts
make -C /OpenROAD-flow-scripts/flow DESIGN_CONFIG=/design/flow/config.mk WORK_HOME=/design/flow/orfs finish
### /design/flow/constraint.sdc
current_design register_file

set clk_period 7.0
set clk_io_pct 0.2

create_clock -name clk0 -period $clk_period [get_ports {clock_i}]

set non_clock_inputs [all_inputs -no_clocks]
set_input_delay [expr $clk_period * $clk_io_pct] -clock clk0 $non_clock_inputs
set_output_delay [expr $clk_period * $clk_io_pct] -clock clk0 [all_outputs]
### /design/flow/config.mk
export PLATFORM = sky130hd
export DESIGN_NAME = register_file
export DESIGN_NICKNAME = register_file
export VERILOG_FILES = /design/flow/design.v
export SDC_FILE = /design/flow/constraint.sdc
export NUM_CORES = 4
export LEC_CHECK = 1
export CORE_UTILIZATION = 30
==> metrics.cfg <==
[critical_path]
crit_family=simple AND/OR/NAND/NOR gates
slowest_delay_ps=890
crit_top_cell=buf_4
crit_buf_inv=4
reg2reg_to=regfile_s[11][3]
path_class=in2out
endpoint_kind=primary output
arrival_ps=5230
slowest_stage=nor2_4
cp_cell_sequence=buf_2, or3b_1, nor2_4, buf_4, a22o_1, nor4_1, a21oi_1, buf_4, clkdlybuf4s50_1
rr_startpoint=regfile_s[11][3]
ff2ff_path_depth=1
required_ps=5600
startpoint_type=primary input
path_max_fanout=24
regToRegSetupSlack_ps=6090

[floorplan]
core_area_mm2=0.170
initCoreUtil=0.304
die_width_um=417
dieArea_mm2=0.174
rows=151
num_io_pins=114
die_h_um=417

[synthesis]
synth.avg_cell_area_um2=11.8
yosys_cells=4389
synth-async-reset-ratio=1.00
ys_ff=1024
syn_area_mm2=0.0517
ff_type=dfrtp_1
edf_count=0
yosys_area_mm2=0.0517
synth_cell_types=70
synth_cells=4389
synth_warnings=2
postSynthSeqShare=0.496

[layout]
area_growth_pct=19.0
stdcell_count=6926
drive_gt1_frac=0.363
largest_reg_flops=1024
reg_top3=regfile_s (1024)
nFillCells=16409
regMostFlops=regfile_s

[power]
finalPower_mw=17.6
leakage_nw=26.2
max-vdd-ir-drop_uv=200
power_density_mw_per_mm2=287

[job]
warnings=39
maxCapViolations=0

[timing]
finalHoldViolations=0
fin_setup_tns_ps=0
finalCritPeriodShare=0.947
slew_headroom=0.216
drv_slew=0
worst_slew_pin_slew_ps=1170
clock_skew_ps=0
setup_violations=0
timing.final.crit_period_ps=6630
rsz0062_at_grt=false
max_freq_mhz=151

[clock_tree]
ctsLongestPathBuffers=3
cts-resized-gates=0
cts_hold_repair.buffers=0
cts_setup_buffers=0
cts.clk_slew.worst_paths_ps=60
clock-root-buffer=clkbuf_16
cts_tree=yes
cts.sinks=1024
cts_inserted_buffers=114
clock_latency_ps=760
h-tree-depth=3

[global_routing]
grt_overflow=0
track_usage=0.353
grt_max_degree=127
antenna_found_initial=27
grt_pass1_vias=45490
grt_pass1_wl_um=404000

[detailed_routing]
dr.first_iter.drc_count=6045
detail_route.vias_per_cell=6.73
wire_per_inst_um=43.4
route.antenna.remaining_nets=0
dr.pass1.iters=10
route.detailed.drc=0
routed_wl_um=300000
route.vias.total=46637

[placed_design]
gp_congestion=1.09
port_buffers=113
post-dp-hpwl_um=193000
dp_cells=6695

[worst_hold_path]
holdCritStartpoint=regfile_s[0][17]
holdPathStages=0
min_to=regfile_s[0][17]
hp-class=reg2reg

[run_status]
status=finished clean

Yosys cell counts, types with 21 or more instances:
library cell | instances | area (µm²)
nor2_1 | 165 | 619
a32oi_1 | 27 | 236
nor3_1 | 75 | 375
nand4_1 | 92 | 576
mux2_2 | 1009 | 11400
a221oi_1 | 28 | 245
nor2_2 | 25 | 156
mux2i_1 | 61 | 611
a222oi_1 | 26 | 260
buf_2 | 184 | 921
nor4_1 | 21 | 131
o21ai_0 | 34 | 170
a21oi_1 | 75 | 375
clkbuf_1 | 202 | 758
dfrtp_1 | 1024 | 25600
buf_1 | 45 | 169
a31oi_1 | 29 | 181
a22o_1 | 55 | 482
a22oi_1 | 700 | 5260
nand3_1 | 45 | 225
nand2_1 | 195 | 732
through the flow:
step	utilization	hold slack, ps	instance area, µm²	worst slack, ps
after detailed placement	0.336	393	57300	563
after global placement	0.336	390	57300	455
final	0.361	408	61500	369
after global routing	0.361	416	61400	504
after floorplan	-	451	51700	2750
after CTS	0.361	408	61400	573
cells in the final DEF, fill, tap and decap left out, types with 10 or more instances in the layout:
| master | count |
|---|---|
| o21ai_0 | 34 |
| nand2b_1 | 14 |
| a22o_1 | 55 |
| buf_12 | 39 |
| a22oi_1 | 700 |
| buf_4 | 311 |
| a221oi_1 | 28 |
| clkinv_2 | 10 |
| nand4_1 | 92 |
| a31oi_1 | 29 |
| nand3_1 | 44 |
| clkbuf_16 | 115 |
| nor2_4 | 63 |
| nor3_1 | 70 |
| o211ai_1 | 10 |
| bufinv_16 | 21 |
| o32a_1 | 10 |
| dfrtp_1 | 1024 |
| diode_2 | 20 |
| clkinvlp_4 | 13 |
| a32oi_1 | 27 |
| a21oi_1 | 75 |
| nor2b_1 | 16 |
| nand2_1 | 185 |
| a222oi_1 | 26 |
| o22ai_1 | 20 |
| nor4_1 | 20 |
| clkdlybuf4s50_1 | 102 |
| nor2_1 | 127 |
| mux2_2 | 1009 |
| clkbuf_8 | 22 |
| mux2i_1 | 61 |
| and4_1 | 11 |
| clkbuf_1 | 14 |
| nand2_2 | 11 |
report_power, final:
group	switching (mW)	internal (mW)	total, mW	leakage (nW)
registers	1.19	7.03	8.22	13.1
clock network	2.73	4.03	6.76	2.01
logic	1.31	1.35	2.66	11.1
total	5.24	12.4	17.6	26.2
routing by layer:
metal,vias to the layer above,GRT usage,share of wire
met5,-,0.00917,0.0017
li1,17119,-,-
met1,23695,0.424,0.34
met3,1525,0.207,0.16
met4,46,0.243,0.095
met2,4252,0.471,0.40
cell families after synthesis:
logic type | Yosys count | synth area share
AND/OR/NAND/NOR | 736 | 0.0712
AND-OR/OR-AND | 1090 | 0.158
multiplexers | 1083 | 0.236
flip-flops | 1024 | 0.496
buffers and inverters | 456 | 0.0393
layout make-up:
type	instances	area, µm²	area share
Sequential cell	1024	25600	0.417
Multi-Input combinational cell	2909	24500	0.399
Timing Repair Buffer	462	4200	0.0683
Clock buffer	151	3230	0.0526
Tap cell	2295	2870	0.0467
Clock inverter	60	945	0.0154
Antenna cell	20	50.0	0.000814
Inverter	5	18.8	0.000305
how the worst max path moves through the flow:
stage | from | endpoint | slack (ps) | cells past startpoint
4_1_cts | R_adress2_i[4] | q2_o[28] | 570 | 11
5_1_grt | R_adress1_i[2] | q1_o[21] | 500 | 9
6_report | R_adress1_i[2] | q1_o[21] | 370 | 9
No activity file was given, so power comes from the tool's default toggle rates.
